$ cat design.v
module hc(
          input wire           clk,
          input wire           reset_n,
          input wire           cs,
          input wire           we,
          input wire  [7 : 0]  address,
          input wire  [31 : 0] write_data,
          output wire [31 : 0] read_data
         );
  localparam ADDR_NAME0       = 8'h00;
  localparam ADDR_NAME1       = 8'h01;
  localparam ADDR_VERSION     = 8'h02;
  localparam ADDR_CTRL        = 8'h08;
  localparam CTRL_INIT_BIT    = 0;
  localparam CTRL_NEXT_BIT    = 1;
  localparam ADDR_STATUS      = 8'h09;
  localparam STATUS_READY_BIT = 0;
  localparam STATUS_VALID_BIT = 1;
  localparam ADDR_CONFIG      = 8'h0a;
  localparam CTRL_KEYLEN_BIT  = 0;
  localparam ADDR_KEY0        = 8'h10;
  localparam ADDR_KEY7        = 8'h17;
  localparam ADDR_IV0         = 8'h20;
  localparam ADDR_IV7         = 8'h27;
  localparam ADDR_RESULT      = 8'h40;
  localparam CORE_NAME0       = 32'h68632020;  
  localparam CORE_NAME1       = 32'h20202020;  
  localparam CORE_VERSION     = 32'h302e3031;  
  reg init_reg;
  reg init_new;
  reg next_reg;
  reg next_new;
  reg keylen_reg;
  reg config_we;
  reg [31 : 0] key_reg [0 : 7];
  reg          key_we;
  reg [31 : 0] iv_reg [0 : 7];
  reg          iv_we;
  reg [31 : 0] result_reg;
  reg          valid_reg;
  reg          ready_reg;
  reg [31 : 0]   tmp_read_data;
  wire           core_init;
  wire           core_next;
  wire           core_ready;
  wire [255 : 0] core_key;
  wire [255 : 0] core_iv;
  wire           core_keylen;
  wire [31 : 0]  core_result;
  wire           core_valid;
  assign read_data = tmp_read_data;
  assign core_key = {key_reg[0], key_reg[1], key_reg[2], key_reg[3],
                     key_reg[4], key_reg[5], key_reg[6], key_reg[7]};
  assign core_iv = {iv_reg[0], iv_reg[1], iv_reg[2], iv_reg[3],
                    iv_reg[4], iv_reg[5], iv_reg[6], iv_reg[7]};
  assign core_init   = init_reg;
  assign core_next   = next_reg;
  assign core_keylen = keylen_reg;
  hc_core core(
               .clk(clk),
               .reset_n(reset_n),
               .init(init_reg),
               .next(next_reg),
               .ready(core_ready),
               .iv(core_iv),
               .key(core_key),
               .keylen(keylen_reg),
               .result(core_result),
               .result_valid(core_valid)
              );
  always @ (posedge clk or negedge reset_n)
    begin : reg_update
      integer i;
      if (!reset_n)
        begin
          for (i = 0 ; i < 8 ; i = i + 1)
            begin
              key_reg[i] <= 32'h0;
              iv_reg[i]  <= 32'h0;
            end
          init_reg   <= 0;
          next_reg   <= 0;
          keylen_reg <= 0;
          result_reg <= 32'h0;
          valid_reg  <= 0;
          ready_reg  <= 0;
        end
      else
        begin
          ready_reg  <= core_ready;
          valid_reg  <= core_valid;
          result_reg <= core_result;
          init_reg   <= init_new;
          next_reg   <= next_new;
          if (config_we)
            keylen_reg <= write_data[CTRL_KEYLEN_BIT];
          if (key_we)
            key_reg[address[2 : 0]] <= write_data;
          if (iv_we)
            iv_reg[address[2 : 0]] <= write_data;
        end
    end  
  always @*
    begin : api
      init_new      = 0;
      next_new      = 0;
      config_we     = 0;
      key_we        = 0;
      iv_we         = 0;
      tmp_read_data = 32'h0;
      if (cs)
        begin
          if (we)
            begin
              if (address == ADDR_CTRL)
                begin
                  init_new = write_data[CTRL_INIT_BIT];
                  next_new = write_data[CTRL_NEXT_BIT];
                end
              if (address == ADDR_CONFIG)
                config_we = 1;
              if ((address >= ADDR_KEY0) && (address <= ADDR_KEY7))
                key_we = 1;
              if ((address >= ADDR_IV0) && (address <= ADDR_IV7))
                iv_we = 1;
            end  
          else
            begin
              case (address)
                ADDR_NAME0:   tmp_read_data = CORE_NAME0;
                ADDR_NAME1:   tmp_read_data = CORE_NAME1;
                ADDR_VERSION: tmp_read_data = CORE_VERSION;
                ADDR_CTRL:    tmp_read_data = {30'h0, next_reg, init_reg};
                ADDR_STATUS:  tmp_read_data = {30'h0, valid_reg, ready_reg};
                ADDR_CONFIG:  tmp_read_data = {31'h0, keylen_reg};
                ADDR_RESULT:  tmp_read_data = result_reg;
                default:
                  begin
                  end
              endcase  
            end
        end
    end  
endmodule  
module hc_core (
                input wire           clk,
                input wire           reset_n,
                input wire           init,
                input wire           next,
                output wire          ready,
                input wire [255 : 0] iv,
                input wire [255 : 0] key,
                input wire           keylen,
                output wire [31 : 0] result,
                output wire          result_valid
               );
  localparam CTRL_IDLE = 3'h0;
  function [31 : 0] f1 (input [31 : 0] x);
    begin
      f1 = {x[6 : 0], x[31 : 7]} ^ {x[17 : 0], x[31 : 18]} ^ {x[2 : 0], x[31 : 3]};
    end
  endfunction  
  function [31 : 0] f2 (input [31 : 0] x);
    begin
      f2 = {x[16 : 0], x[31 : 17]} ^ {x[18 : 0], x[31 : 19]} ^ {x[9 : 0], x[31 : 10]};
    end
  endfunction  
  reg [31 : 0] P [0 : 511];
  reg [31 : 0] P_new;
  reg  [8 : 0] P_addr;
  reg          P_we;
  reg [31 : 0] Q [0 : 511];
  reg [31 : 0] Q_new;
  reg  [8 : 0] Q_addr;
  reg          Q_we;
  reg [31 : 0] s_reg;
  reg [31 : 0] s_new;
  reg          s_we;
  reg          update_s;
  reg          s_valid_reg;
  reg          s_valid_new;
  reg          s_valid_we;
  reg [9 : 0]  i_ctr_reg;
  reg [9 : 0]  i_ctr_new;
  reg          i_ctr_inc;
  reg          i_ctr_rst;
  reg          i_ctr_we;
  reg [2 : 0]  hc_core_ctrl_reg;
  reg [2 : 0]  hc_core_ctrl_new;
  reg          hc_core_ctrl_we;
  reg update_state;
  reg init_mode;
  assign result       = s_reg;
  assign result_valid = s_valid_reg;
  always @ (posedge clk or negedge reset_n)
    begin : reg_update
      if (!reset_n)
        begin
          i_ctr_reg   <= 10'h0;
          s_reg       <= 32'h0;
          s_valid_reg <= 0;
        end
      else
        begin
          if (i_ctr_we)
            i_ctr_reg <= i_ctr_new;
          if (P_we)
            P[P_addr] <= P_new;
          if (Q_we)
            Q[Q_addr] <= Q_new;
          if (s_we)
            s_reg <= s_new;
          if (s_valid_we)
            s_valid_reg <= s_valid_new;
        end
    end
  always @*
    begin : state_update
    end  
  always @*
    begin : s_generate
      reg  [8 : 0] j_000;
      reg  [8 : 0] j_012;
      reg [31 : 0] P_000;
      reg [31 : 0] P_012;
      reg [31 : 0] Q_000;
      reg [31 : 0] Q_012;
    end
  always @*
    begin : i_ctr
      i_ctr_new = 10'h0;
      i_ctr_we  = 0;
      if (i_ctr_rst)
          i_ctr_we  = 1;
      if (i_ctr_inc)
        begin
          i_ctr_new = i_ctr_reg + 1'b1;
          i_ctr_we  = 1;
        end
    end
  always @*
    begin : hc_ctrl
      update_s         = 0;
      update_state     = 0;
      init_mode        = 0;
      i_ctr_rst        = 0;
      i_ctr_inc        = 0;
      s_valid_new      = 0;
      s_valid_we       = 0;
      hc_core_ctrl_new = CTRL_IDLE;
      hc_core_ctrl_we  = 0;
      case (hc_core_ctrl_reg)
        CTRL_IDLE:
          begin
          end
        default:
          begin
          end
      endcase  
    end
endmodule  
$ cat run.sh
#!/bin/bash
# OpenROAD 26Q1-2900-gdf79404cd8, Yosys 0.63+post, stock flow scripts
make -C /OpenROAD-flow-scripts/flow DESIGN_CONFIG=/design/flow/config.mk WORK_HOME=/design/flow/orfs finish
$ cat config.mk
export PLATFORM = sky130hd
export DESIGN_NAME = hc
export DESIGN_NICKNAME = hc
export VERILOG_FILES = /design/flow/design.v
export SDC_FILE = /design/flow/constraint.sdc
export NUM_CORES = 4
export LEC_CHECK = 1
export CORE_AREA = 10 10 70 70
export DIE_AREA = 0 0 80 80
$ cat constraint.sdc
current_design hc

set clk_period 4.5
set clk_io_pct 0.2

create_clock -name clk0 -period $clk_period [get_ports {clk}]

set non_clock_inputs [all_inputs -no_clocks]
set_input_delay [expr $clk_period * $clk_io_pct] -clock clk0 $non_clock_inputs
set_output_delay [expr $clk_period * $clk_io_pct] -clock clk0 [all_outputs]
==> results_slide.txt <==
Key Metrics from the Run

Final layout
  – Post-Route Utilization: 0.199
  – Most frequent cells in the layout: clkdlybuf4s50_1, conb_1, nor3_1, clkbuf_4, dfrtp_1
  – Share of layout cells above drive strength 1: 0.105
  – Area Overhead vs Synth: 54.9%
  – Seq. cell area: 75.1 um^2
  – Fillers: 379
  – Comb area: 214 um^2
  – Final Instance Area: 678 um^2
  – Top cell excl fill/tap: clkdlybuf4s50_1

STA
  – Max-slew violations: 0
  – Final setup viols: 0
  – Fin crit period: 3730 ps
  – Fin Setup TNS: 0 ps
  – RSZ-0062 raised after global routing: false
  – Setup slack after layout: 773 ps
  – Skew final: 0 ps
  – Peak Freq: 268 MHz
  – Fin crit share: 0.828
  – Final Hold Fails: 0

Synthesis
  – Fa+ha+maj area frac: 0
  – Largest type area fraction: 0.446
  – Post-Synthesis Cells: 54
  – Seq/Total Area, Yosys: 0.171
  – Yosys cell count: 54
  – Yosys warning tally: 40
  – Dominant combinational family: buffers and inverters
  – Synth Area in Compound Gates: 0.0314
  – Synthesis area per yosys: 438 um^2
  – Synth Area per Inst: 8.11 um^2
  – Top cells by area: buf_4, dfrtp_1, nor4_4
  – Post-synthesis mux area share: 0.0257
  – Synth Cell Area: 438 um^2
  – Yosys cell types: 21
  – Yosys xor share: 0
  – Area leader, netlist: buf_4
  – Flops & latches, synth: 3
  – Simple Share, Synth: 0.294

Setup path
  – Crit Path Category: input port to output pin
  – Worst-path fanout max: 5
  – CP arrival: 2830 ps
  – Worst setup EP type: output pin
  – Reg-to-reg startpoint: keylen_reg
  – Setup crit start: address[5]
  – CP Data Required Time: 3600 ps
  – Startpoint types: input port

GRT
  – Vias in the first global route: 418
  – Total track usage: 0.0331
  – Grt ovf: 0
  – Initial antenna violation count: 0
  – Largest net degree at the start of global routing: 11
  – First-pass GRT wire length: 1.76 mm

Clocking
  – TritonCTS buffer count: 3
  – Cts-stage hold buffer count: 0
  – Root Driver: clkbuf_4
  – CTS tree: yes
  – H-tree depth: 1
  – CTS sink count: 3
  – PostCTS Resize Cnt: 0
  – Late-Pin Clk Latency: 230 ps
  – Clk slew on worst S/H paths: 40 ps
  – Maximum clock path buffer count: 2
  – Post-CTS setup buffers: 0

Detailed routing
  – 1st-pass router iterations: 4
  – Detailed Route WL: 1.29 mm
  – Detail Route Antenna Nets: 0
  – Routed len/inst: 10.5 um
  – Vias: 389
  – Initial DRC count: 24
  – Vias/cell: 3.19
  – Drt drc: 0
  – # diodes: 0

Placement
  – Area of placed instances: 652 um^2
  – IO Port Bufs: 29
  – Hpwl dp: 1.16 mm
  – Pre-CTS WS: 762 ps
  – Placer congestion estimate: 0.716

Floorplanning
  – Total die size: 6400 um^2
  – Die W: 80 um
  – IO Count: 76
  – Die height: 80 um
  – FP Util: 0.128
  – Row count: 21
  – Core Box Area: 3420 um^2

Run
  – Tool warnings: 55
  – Max-cap violations: 0

Pwr
  – Leakage: 0.268 nW
  – P_sw: 0.0222 mW
  – Sw Ratio: 0.234
  – Combinational group share of total power: 0.215
  – Sequential share of power: 0.289
  – PD cells: 140 nW/um^2
  – VDD IR max: 0.0000415 V
  – Internal: 0.0729 mW
  – Clk pwr share: 0.496
  – Total power: 0.0951 mW

Outcome
  – Status: completed

Min path
  – Hold_sp: keylen_reg
  – Hold Crit Class: flop to flop
[stage by stage]
step	hold WS (ps)	instances
floorplan	471	69
global placement	485	118
detailed placement	504	118
CTS	512	122
global route	523	122
finish	509	122
[Yosys cell counts, drive strengths merged]
cell type and n:
a2111oi 1, a21oi 1, and3 2, and3b 1
and4 2, buf 27, clkbuf 1, conb 1
dfrtp 3, mux2 1, nand2 2, nand3 2
nand4 1, nor2 2, nor2b 1, nor3 3
nor4 2, nor4b 1
[power groups by stage]
stage	logic [mW]	registers [mW]	clock network, mW
4_1_cts	0.0209	0.0275	0.0500
5_1_grt	0.0229	0.0275	0.0531
6_report	0.0204	0.0275	0.0472
[worst max-delay path, cell delays in order]
cell and delay [ps]:
clkdlybuf4s50_1 440, nor4_4 390, nand3_1 180, nor4b_1 270
buf_4 180, clkdlybuf4s50_1 470
[cell type report]
class | instances | share of cell area
Sequential cell | 3 | 0.111
Clock buffer | 4 | 0.0387
Tap cell | 46 | 0.0849
Multi-Input combinational cell | 38 | 0.315
Timing Repair Buffer | 31 | 0.450
[logic make-up (layout without fill, tap and decap cells)]
group | count (synthesis) | after routing
AOI/OAI and AO/OA | 2 | 2
buffers and inverters | 28 | 35
DFF | 3 | 3
muxes | 1 | 1
other | 1 | 16
and+or+nand+nor | 19 | 19
[path summary, 6_finish.rpt]
check / cells after the start / slack (ps) / to
min reg2reg: 1 / 510 / keylen_reg
max reg2reg: 1 / 3760 / keylen_reg
max in group asynchronous: 1 / 3510 / keylen_reg
min: 1 / 510 / keylen_reg
max: 6 / 770 / read_data[18]
min in group asynchronous: 1 / 850 / next_reg
[metal layers]
metal  wire length [um]  part of all wire  global-route usage  vias to the layer above
met3                201              0.16              0.0125                        2
met2                646              0.50              0.0626                       31
met5                  0                 0                   0                        -
met1                419              0.33              0.0313                      169
met4                 21             0.016              0.0123                        0
li1                   -                 -                   -                      187
Power is estimated from default activity; no workload was simulated.
